[flow/design.v]
module AXI4LiteConverter(
    clk, rst_n,
    AXI_AWADDR, AXI_AWVALID, AXI_AWREADY,
    AXI_WDATA, AXI_WSTRB, AXI_WVALID, AXI_WREADY,
    AXI_BRESP, AXI_BVALID, AXI_BREADY,
    AXI_ARADDR, AXI_ARVALID, AXI_ARREADY,
    AXI_RDATA, AXI_RRESP, AXI_RVALID, AXI_RREADY,
    write, address, write_data, write_byteenable, write_error,
    read, read_data, address_error
);
    input clk;
    input rst_n;
    input [31:0]                AXI_AWADDR;
    input                       AXI_AWVALID;
    output reg                  AXI_AWREADY;
    input  [31:0]               AXI_WDATA;
    input   [3:0]               AXI_WSTRB;
    input                       AXI_WVALID;
    output reg                  AXI_WREADY;
    output reg [1:0]            AXI_BRESP;
    reg [1:0]                   AXI_BRESP_nxt;
    output reg                  AXI_BVALID;
    input                       AXI_BREADY;
    input  [31:0]               AXI_ARADDR;
    input                       AXI_ARVALID;
    output reg                  AXI_ARREADY;
    output reg [31:0]           AXI_RDATA;
    output reg [1:0]            AXI_RRESP;
    reg [1:0]                   AXI_RRESP_nxt;
    output reg                  AXI_RVALID;
    input                       AXI_RREADY;
	input           address_error;
    input           write_error;
    output reg [31:0]	address;
	output reg		write;
	output [31:0]	write_data;
    output [3:0]    write_byteenable;
    output reg		read;  
	input  [31:0]	read_data;  
reg [31:0] saved_readdata;  
reg [31:0] saved_readdata_nxt;
reg [1:0] state;
reg [1:0] state_nxt;   
localparam STATE_ACTIVE = 2'd0,
    STATE_READ_RESPOND = 2'd1,
    STATE_WRITE_RESPOND = 2'd2;
assign write_data = AXI_WDATA;
assign write_byteenable = AXI_WSTRB;
always @(posedge clk) begin : main_always_ff
    if(!rst_n) begin
        AXI_RRESP <= 0;
        AXI_BRESP <= 0;
        state <= STATE_ACTIVE;
    end else begin
        state <= state_nxt;
        AXI_RRESP <= AXI_RRESP_nxt;
        AXI_BRESP <= AXI_BRESP_nxt;
        saved_readdata <= saved_readdata_nxt;
    end
end
always @* begin : main_always_comb
    AXI_AWREADY = 0;
    AXI_ARREADY = 0;
    state_nxt = state;
    saved_readdata_nxt = saved_readdata;
    AXI_WREADY = 0;
    AXI_BVALID = 0;
    AXI_BRESP_nxt = AXI_BRESP;
    AXI_RRESP_nxt = AXI_RRESP;
    AXI_RVALID = 0;
    AXI_RDATA = saved_readdata;
    write = 0;
    read = 0;
    address = AXI_ARADDR;
    case(state)
        STATE_ACTIVE: begin
            if(AXI_AWVALID && AXI_WVALID) begin
                address = AXI_AWADDR;
                write = 1;
                AXI_AWREADY = 1;  
                AXI_WREADY = 1;
                AXI_BRESP_nxt = 2'b10;
                if(address_error)
                    AXI_BRESP_nxt = 2'b10;
                else if(write_error)
                    AXI_BRESP_nxt = 2'b11;
                else if(AXI_AWADDR[1:0] == 2'b00)  
                    AXI_BRESP_nxt = 2'b00;
                state_nxt = STATE_WRITE_RESPOND;
            end else if(AXI_ARVALID) begin
                address = AXI_ARADDR;
                read = 1;
                AXI_ARREADY = 1;
                if(AXI_ARADDR[1:0] == 2'b00 && !address_error)
                    AXI_RRESP_nxt = 2'b00;
                else
                    AXI_RRESP_nxt = 2'b10;
                saved_readdata_nxt = read_data;
                state_nxt = STATE_READ_RESPOND;
            end
        end
        STATE_WRITE_RESPOND: begin
            AXI_BVALID = 1;
            if(AXI_BREADY) begin
                state_nxt = STATE_ACTIVE;
            end
        end
        STATE_READ_RESPOND: begin
            AXI_RVALID = 1;
            if(AXI_RREADY) begin
                state_nxt = STATE_ACTIVE;
            end
            AXI_RDATA = saved_readdata;
        end
        default: begin
        end
    endcase
end
endmodule
[flow/run.sh]
#!/bin/bash
# OpenROAD 26Q1-2900-gdf79404cd8, Yosys 0.63+post, stock flow scripts
make -C /OpenROAD-flow-scripts/flow DESIGN_CONFIG=/design/flow/config.mk WORK_HOME=/design/flow/orfs finish
[flow/config.mk]
export PLATFORM = sky130hd
export DESIGN_NAME = AXI4LiteConverter
export DESIGN_NICKNAME = AXI4LiteConverter
export VERILOG_FILES = /design/flow/design.v
export SDC_FILE = /design/flow/constraint.sdc
export NUM_CORES = 4
export LEC_CHECK = 1
export CORE_AREA = 10 10 136 136
export DIE_AREA = 0 0 146 146
[flow/constraint.sdc]
current_design AXI4LiteConverter

set clk_period 5.7
set clk_io_pct 0.2

create_clock -name clk0 -period $clk_period [get_ports {clk}]

set non_clock_inputs [all_inputs -no_clocks]
set_input_delay [expr $clk_period * $clk_io_pct] -clock clk0 $non_clock_inputs
set_output_delay [expr $clk_period * $clk_io_pct] -clock clk0 [all_outputs]
==> results.json <==
{
  "hold_buffers": 0,
  "clockRootBuffer": "clkbuf_16",
  "fin_util": 0.245,
  "critical_path_arrival_ns": 2.85,
  "syn-instance-count": 202,
  "clock.fmax_mhz": 250,
  "core_um2": 15700,
  "die_area_um2": 21300,
  "critPathMaxStageDelay_ns": 0.44,
  "initial_core_util": 0.122,
  "powerDensity_nw_per_um2": 221,
  "gp_congestion": 0.839,
  "overflow": 0,
  "dr.max_layer_used": "met4",
  "syn_area_um2": 1920,
  "setup_viol": 0,
  "skew_ns": 0.00528,
  "wl_met1_um": 3030,
  "path_class": "input pin to output port",
  "hold_depth": 2,
  "edf_count": 32,
  "cp-start-kind": "input pin",
  "cp_data_required_time_ns": 4.56,
  "cp_max_fo": 37,
  "dieHeight_um": 146,
  "ys_cells": 202,
  "wire_per_inst_um": 14.0,
  "path_cells": "clkdlybuf4s50_1, nand3_2, clkinv_2, nand2_1, nand2_1, clkdlybuf4s50_1",
  "place_ws_ns": 1.69,
  "grt_usage": 0.0694,
  "numCtsBuffers": 5,
  "n_fill_cell": 1637,
  "fp-row-count": 46,
  "ant_nets": 0,
  "warnings": 25,
  "cts_tree": "built",
  "antenna_found_initial": 0,
  "cts_setup_buffers": 0,
  "holdPathEnd": "AXI_BRESP[0]",
  "finalCritPeriodShare": 0.701,
  "reg2reg_from": "state[0]",
  "grt_pass1_wl_um": 11600,
  "yosys.cell_count.top_type": "nand2_1",
  "drive_gt1_frac": 0.0349,
  "synthTopCellsByArea": "edfxtp_1 50%, nand2_1 20%, buf_4 17%, dfxtp_1 6.3%, a21boi_1 1.2%",
  "dr.pass1.iters": 2,
  "ys_top_cells_by_count": "100 x nand2_1, 43 x buf_4, 32 x edfxtp_1",
  "io_buffers": 178,
  "vias": 1857,
  "worstSetupEndpointType": "output port",
  "clk_pin_slew_ns": 0.06,
  "finalHoldViolCount": 0,
  "post-dp-hpwl_um": 6670,
  "status": "finished, final reports clean",
  "tns_ns": 0,
  "cts_resized": 0,
  "crit_slowest_cell": "clkdlybuf4s50_1",
  "viasPerCell": 3.32,
  "routed_wl_um": 7850,
  "clk_latency_ns": 0.28,
  "fin_crit_ns": 3.99,
  "reg2reg_slack_ns": 4.20,
  "tightest_slew_ns": 0.494,
  "drt_iter0_markers": 26,
  "fin_ws_ns": 1.71,
  "synth_top_area_share": 0.501,
  "syn_to_final_growth_pct": 100,
  "place_area_um2": 3650,
  "total_leakage_power_uw": 0.00147,
  "ys_chip_area_um2": 1920,
  "grt_pass1_vias": 1963,
  "seq_area_um2": 1080,
  "htree_levels": 2,
  "clk_path_buf_depth": 2,
  "synthArstFlopShare": 0,
  "hold_path_class": "flop to flop",
  "ys_warn_count": 1,
  "drc": 0,
  "insertedDiodeCount": 0,
  "finalInstanceArea_um2": 3840,
  "rsz0062_at_grt": "false",
  "drv_cap": 0,
  "rr_worst_depth": 3,
  "synth-main-ff-cell": "edfxtp_1",
  "io_pins": 252,
  "slew_headroom": 0.666,
  "dieWidth_um": 146,
  "dr_wl_met2_um": 3580,
  "r2r_end": "saved_readdata[2]",
  "hold_start": "AXI_BRESP[0]",
  "synth_flops": 38,
  "cts.sinks": 38,
  "comb_area_um2": 497,
  "ys_seq_share": 0.564,
  "synth_cell_type_count": 22,
  "dr_wl_met3_um": 1040,
  "drv_slew": 0,
  "yosysTopAreaCell": "edfxtp_1",
  "peakVddDrop_v": 0.000107,
  "grt_max_degree": 38,
  "avgSynthCellArea_um2": 9.50
}
worst max path at each step:
| stage | startpoint | endpoint |
|---|---|---|
| final | AXI_AWVALID | address[2] |
| after global routing | AXI_AWVALID | address[2] |
| after CTS | AXI_AWVALID | address[29] |
cells by family after synthesis:
family          count (synthesis)  synth area share
compound gates                  8            0.0333
other cells                     1           0.00196
flops                          38             0.564
buf+inv                        47             0.177
simple gates                  108             0.224
placed cells by master (no fill, tap or decap), types with 2 or more instances in the layout:
cell / synthesis / final
bufinv_16: 0 / 2
edfxtp_1: 32 / 32
a21boi_1: 3 / 3
buf_4: 43 / 2
clkdlybuf4s50_1: 0 / 178
dfxtp_1: 6 / 6
nand2_1: 100 / 100
clkbuf_16: 0 / 5
state kept, by name, indices dropped and copies added (netlist names):
signal	count
AXI_BRESP	2
AXI_RRESP	1
saved_readdata	32
state	3
cell type report:
class                   instances  share of cell area
clock inverters                 3              0.0179
well taps                     216              0.0703
multi-input cells             117               0.129
repair buffers                180               0.467
clock buffers                   5              0.0326
inverters                       1             0.00130
flip-flops and latches         38               0.281
worst max-delay path, delay by kind of cell:
kind	cells	cell delay, ns
buf+inv	3	1.26
simple gates	3	0.43
metal layers:
metal	vias up	global-route usage
met4	0	0.0160
met5	-	0
li1	892	-
met2	141	0.113
met3	23	0.0389
met1	801	0.0777
power breakdown:
group / leakage (µW) / switching [µW] / total, µW / internal [µW]
Combinational: 0.00104 / 47.7 / 172 / 125
Clock: 0.0000940 / 108 / 360 / 251
Sequential: 0.000343 / 3.58 / 318 / 314
Total: 0.00147 / 160 / 849 / 690
through the flow:
stage               hold slack, ns  power (µW)  std cells
global placement             0.443         498        552
global route                 0.479         890        560
finish                       0.455         849        560
CTS                          0.462         869        560
detailed placement           0.455         499        552
floorplan                    0.416         368        202
Power is estimated from default activity; no workload was simulated.
